==> flow/design.v <==
`timescale 1ns / 1ps
module ControlUnit(
    input [5:0] op, funct,
    input zero,
    output  memtoreg, memwrite,
    output  pcsrc, alusrc,
    output  regdst, regwrite,
    output jump,
    output  [2:0] alucontrol
);
    wire [2:0] aluop;
    wire branch;
    controlUnit_mainDecoder md(op, memtoreg, memwrite, 
                                                            branch,  alusrc, regdst,
                                                             regwrite, jump, aluop);
    controlUnit_ALUDecoder ad(funct, aluop, alucontrol);
    assign pcsrc = branch & zero;
endmodule
`timescale 1ns / 1ps
module controlUnit_ALUDecoder(
    input [5:0] funct,
    input [2:0] aluop,
    output reg [2:0] alucontrol
);
    always@(*)
    case(aluop)
        3'b000: alucontrol <= 3'b010;  
        3'b001: alucontrol <= 3'b110;  
        3'b010: alucontrol <= 3'b111;  
        3'b011: alucontrol <= 3'b001;  
        3'b100: alucontrol <= 3'b000;  
        3'b101: alucontrol <= 3'b100;  
        default: case(funct)  
            6'b100000: alucontrol <= 3'b010;  
            6'b100010: alucontrol <= 3'b110;  
            6'b100100: alucontrol <= 3'b000;  
            6'b100101: alucontrol <= 3'b001;  
            6'b101010: alucontrol <= 3'b111;  
            6'b111111: alucontrol <= 3'b100;  
            default: alucontrol <= 3'bxxx; 
        endcase
    endcase
endmodule
`timescale 1ns / 1ps
module controlUnit_mainDecoder(
    input    [5:0] op,
    output  memtoreg, memwrite,
    output  branch, alusrc,
    output  regdst, regwrite,
    output jump,
    output  [2:0] aluop
);
    reg [9:0] controls;
    assign {regwrite, regdst, alusrc, branch,
    memwrite, memtoreg, jump, aluop} = controls;
    always @(*)begin
        case(op)
            6'b000000: controls <= 10'b1100000110;  
            6'b100011: controls <= 10'b1010010000;  
            6'b101011: controls <= 10'b0010100000;  
            6'b000100: controls <= 10'b0001000001;  
            6'b001000: controls <= 10'b1010000000;  
            6'b000010: controls <= 10'b0000001xxx;  
            6'b000110: controls <= 10'b1010000100;  
            6'b001101: controls <= 10'b1010000011;  
            6'b001010: controls <= 10'b1010000010;  
            6'b111111: controls <= 10'b1010000101;  
            default: controls <= 9'bxxxxxxxx;  
        endcase
    end
endmodule
==> flow/run.sh <==
#!/bin/bash
# OpenROAD 26Q1-2900-gdf79404cd8, Yosys 0.63+post, stock flow scripts
make -C /OpenROAD-flow-scripts/flow DESIGN_CONFIG=/design/flow/config.mk WORK_HOME=/design/flow/orfs finish
==> flow/config.mk <==
export PLATFORM = sky130hd
export DESIGN_NAME = ControlUnit
export DESIGN_NICKNAME = ControlUnit
export VERILOG_FILES = /design/flow/design.v
export SDC_FILE = /design/flow/constraint.sdc
export NUM_CORES = 4
export LEC_CHECK = 1
export CORE_AREA = 10 10 70 70
export DIE_AREA = 0 0 80 80
==> flow/constraint.sdc <==
current_design ControlUnit

set clk_period 2.1
set clk_io_pct 0.2

create_clock -name clk0 -period $clk_period

set non_clock_inputs [all_inputs -no_clocks]
set_input_delay [expr $clk_period * $clk_io_pct] -clock clk0 $non_clock_inputs
set_output_delay [expr $clk_period * $clk_io_pct] -clock clk0 [all_outputs]
==> results.py <==
# Physical implementation metrics
metrics = {
    "power": {
        "irDropWorstVdd_v": 0.00005356,
        "power_leakage_nw": 0.3526,
        "power-per-cell-area_nw_per_um2": 136.1,
    },
    "min_path": {
        "min_from": "op[2]",
        "hold_end": "regdst",
        "hold_class": "input pin to primary output",
        "hold_depth": 4,
    },
    "flow_run": {
        "drv_cap": 0,
        "warnings": 33,
    },
    "route": {
        "wirelength_um": 1596,
        "first_pass_iters": 4,
        "routedWlPerCell_um": 11.74,
        "drtIter0Drc": 21,
        "antenna_cells": 0,
        "ant_nets": 0,
        "vias_per_cell": 4.206,
        "vias": 572,
        "drc": 0,
    },
    "placed_design": {
        "placed_cell_area_sq_um": 762.0,
        "dpl.hpwl_um": 1329,
        "port_buffers": 23,
        "gp_congestion": 0.7854,
    },
    "setup_path": {
        "crit_arrival_ns": 1.61,
        "crit_required_ns": 1.68,
        "cp_max_fo": 4,
        "crit_path_start_kind": "input pin",
        "path_class": "input pin to primary output",
        "endpoint_kind": "primary output",
    },
    "global_routing": {
        "grt_pass1_wl_um": 2428,
        "grt.overflow.total": 0,
        "grt_pass1_vias": 522,
        "grt_start_max_net_pins": 11,
        "grt_usage": 0.04526,
        "antenna_found_initial": 0,
    },
    "synth": {
        "synthDistinctLibCells": 31,
        "yosysWarningCount": 2,
        "largest_area_cell": "o211ai_1",
        "netlist.area_leader.share": 0.07742,
        "ys_area_sq_um": 387.9,
        "topCellsByArea": "o211ai_1 (7.7%), and3b_1 (6.8%), nor4_4 (5.5%)",
        "synth_area_sq_um": 387.9,
        "postSynthSeqShare": 0,
        "yosysCellCount": 52,
        "syn_area_per_cell_sq_um": 7.459,
        "syn_inst": 52,
    },
    "cts": {
        "holdBufCountCts": 0,
    },
    "timing": {
        "whs_ns": 1.381,
        "fmax_ghz": 0.4920,
        "fin_crit_ns": 2.033,
        "maxSlewViolCount": 0,
        "finalSetupViolCount": 0,
        "worstMarginPinSlew_ns": 0.2972,
        "relSlewSlack": 0.8004,
        "rsz0062_at_grt": "false",
        "finalCritPeriodShare": 0.9680,
        "setup-tns-final_ns": 0,
        "finalHoldViolations": 0,
    },
    "layout": {
        "final_area_sq_um": 832.0,
        "drive_above_1_share": 0.4333,
        "nClkBuffers": 0,
        "area_growth_syn_to_layout_pct": 114.5,
        "flop-count": 0,
        "seqCellArea_sq_um": 0,
    },
    "floorplanning": {
        "rows": 21,
        "chipArea_sq_um": 6400,
        "core-area_sq_um": 3416,
        "die.size.y_um": 80,
        "die_w_um": 80,
        "ios": 23,
        "fp_util": 0.1136,
    },
    "run_status": {
        "outcome": "complete, no violations",
    },
}
==> kinds of logic after synthesis <==
group	count (synthesis)	share of synthesized area
muxes	1	0.02903
AOI/OAI and AO/OA	11	0.1968
xor gates and xnor gates	1	0.02258
and+or+nand+nor	34	0.6645
buffers and inverters	5	0.08709
==> cells in the final DEF (no fill, tap or decap), types with 3 or more instances in the layout <==
cell type / n
buf_6: 3
nor2_1: 3
and3b_1: 3
nor3_1: 3
buf_4: 16
dlygate4sd2_1: 16
clkdlybuf4s15_2: 3
o211ai_1: 4
==> stage by stage <==
step / setup WS [ns] / total power, mW / utilization / cells
3_5_place_dp: -0.4284 / 0.1066 / 0.2231 / 132
6_report: 0.06730 / 0.1133 / 0.2436 / 136
4_1_cts: -0.009303 / 0.1104 / 0.2396 / 134
2_1_floorplan: 0.5522 / 0.04153 / - / 52
3_3_place_gp: -0.4192 / 0.1056 / 0.2231 / 132
5_1_grt: 0.004127 / 0.1230 / 0.2436 / 136
==> how the worst max path moves through the flow <==
stage / start / to / slack (ns) / depth (start not counted)
4_1_cts: op[1] / memwrite / -0.009 / 6
5_1_grt: op[1] / alucontrol[1] / 0.004 / 6
6_report: op[5] / regwrite / 0.07 / 5
==> cell type report <==
class | count | area [sq um]
Tap cell | 46 | 57.56
Fill cell | 385 | 2584
Multi-Input combinational cell | 47 | 411.6
Timing Repair Buffer | 43 | 362.8
==> power by group <==
part	switching [mW]	internal, mW
Clock	0	0
Sequential	0	0
Combinational	0.0501	0.0632
==> worst max-delay path, stage by stage <==
cell	delay, ns
clkdlybuf4s15_2	0.21
or3_4	0.44
buf_4	0.16
o211ai_1	0.16
dlygate4sd2_1	0.22
==> Yosys cell counts (2+ instances only) <==
| cell | instances |
|---|---|
| nand2b_1 | 3 |
| nor4bb_1 | 2 |
| o21ai_0 | 2 |
| and3b_1 | 3 |
| and3_1 | 2 |
| buf_2 | 3 |
| nand3_1 | 3 |
| nor3_1 | 4 |
| o2111ai_1 | 2 |
| and4_1 | 2 |
| o211ai_1 | 4 |
| nor2_1 | 3 |
==> metal layers <==
layer	part of all wire	global-route usage
met5	0	0
met1	0.44	0.06131
met4	0	0
met3	0.097	0.01136
met2	0.46	0.07464
==> timing repair <==
item,4_1_cts,5_1_grt
buffers inserted,2,1
resized,40,5
pin swaps,9,2
setup endpoints to repair,10,4
cloned,0,1
No activity file was given, so power comes from the tool's default toggle rates.
